--- run.sh ---
#!/bin/bash
# OpenROAD 26Q1-2900-gdf79404cd8, Yosys 0.63+post, stock flow scripts
make -C /OpenROAD-flow-scripts/flow DESIGN_CONFIG=/design/flow/config.mk WORK_HOME=/design/flow/orfs finish
--- config.mk ---
export PLATFORM = sky130hd
export DESIGN_NAME = decode
export DESIGN_NICKNAME = decode
export VERILOG_FILES = /design/flow/design.v
export SDC_FILE = /design/flow/constraint.sdc
export NUM_CORES = 4
export LEC_CHECK = 1
export CORE_AREA = 10 10 636 636
export DIE_AREA = 0 0 646 646
--- constraint.sdc ---
current_design decode

set clk_period 22.2
set clk_io_pct 0.2

create_clock -name clk0 -period $clk_period

set non_clock_inputs [all_inputs -no_clocks]
set_input_delay [expr $clk_period * $clk_io_pct] -clock clk0 $non_clock_inputs
set_output_delay [expr $clk_period * $clk_io_pct] -clock clk0 [all_outputs]
--- design.v ---
module decode (clk ,D_icode ,D_ifun ,D_rA ,D_rB ,D_valC, D_valP ,D_stat,
e_dstE ,e_valE ,M_dstE ,M_valE ,M_dstM ,m_valM, W_dstM ,W_valM ,W_dstE ,W_valE,
value0, value1, value2, value3, value4, value5, value6, value7, value8, value9, value10, value11, value12, value13, value14,
d_icode ,d_ifun ,d_valC ,d_valA ,d_valB ,d_dstE ,d_dstM ,d_srcA ,d_srcB, d_stat
);
reg [3:0]  inp1,inp2;
output reg [63:0] d_valA ,d_valB, d_valC;
output reg [3:0] d_dstE ,d_dstM;
output reg [3:0] d_srcA ,d_srcB;
output reg [3:0] d_icode ,d_ifun;
output reg [3:0] d_stat;
input clk;
input [3:0] D_icode, D_ifun;
input [3:0] D_rA, D_rB;
input [63:0] D_valC, D_valP;
input [3:0] D_stat;
input [3:0] e_dstE;
input [3:0] M_dstE;
input [3:0] M_dstM;
input [3:0] W_dstM;
input [3:0] W_dstE;
input [63:0] e_valE;
input [63:0] M_valE;
input [63:0] m_valM;
input [63:0] W_valM;
input [63:0] W_valE;
input [63:0] value0;
input [63:0] value1;
input [63:0] value2;
input [63:0] value3;
input [63:0] value4;
input [63:0] value5;
input [63:0] value6;
input [63:0] value7;
input [63:0] value8;
input [63:0] value9;
input [63:0] value10;
input [63:0] value11;
input [63:0] value12;
input [63:0] value13;
input [63:0] value14;
reg [0:63] list[0:14];
always@* begin
   d_icode <= D_icode;
   d_ifun <= D_ifun;
   d_valC <= D_valC;
   d_stat <= D_stat;
   list[0] <= value0;
   list[1] <= value1;
   list[2] <= value2;
   list[3] <= value3;
   list[4] <= value4;
   list[5] <= value5;
   list[6] <= value6;
   list[7] <= value7;
   list[8] <= value8;
   list[9] <= value9;
   list[10] <= value10;
   list[11] <= value11;
   list[12] <= value12;
   list[13] <= value13;
   list[14] <= value14;
d_dstE = 4'b1111;  
d_dstM = 4'b1111;  
case(D_icode)
   4'h2  : begin          
       inp1 = D_rA;
       d_dstE = D_rB;
   end
   4'h3 : d_dstE = D_rB;
   4'h4  : begin                      
      inp1 = D_rA;
      inp2 = D_rB;
   end
   4'h5  : begin
      inp2 = D_rB;
      d_dstM = D_rA;
   end
   4'h6  :  begin                      
      inp1 = D_rA;
      inp2 = D_rB;
      d_dstE = D_rB;
   end
   4'h8  :   begin  
      inp2 = 4'd4;
      d_dstE = 4'd4;
   end 
   4'h9  :  begin  
      inp1 = 4'd4;  
      inp2 = 4'd4;
      d_dstE = 4'd4;
   end 
   4'hA  :  begin  
      inp1 = D_rA;
      inp2 = 4'd4;
      d_dstE = 4'd4;
   end 
   4'hB  :  begin
      inp1 = 4'd4; 
      inp2 = 4'd4; 
      d_dstE = 4'd4;
      d_dstM = D_rA;
   end 
endcase
d_srcA= inp1;
d_srcB= inp2;
end
always@(*)
   begin
      if(D_icode == 7 || D_icode == 8)
         d_valA = D_valP;
      else if(d_srcA == e_dstE)
         d_valA = e_valE;
      else if(d_srcA == M_dstM)
         d_valA = m_valM;
      else if(d_srcA == M_dstE)
         d_valA = M_valE;
      else if(d_srcA == W_dstM)
         d_valA = W_valM;
      else if(d_srcA == W_dstE)
         d_valA = W_valE;
      else
         d_valA = list[d_srcA];
   end
always@(*)
   begin
      if(d_srcB == e_dstE)
         d_valB = e_valE;
      else if(d_srcB == M_dstM)
         d_valB = m_valM;
      else if(d_srcB == M_dstE)
         d_valB = M_valE;
      else if(d_srcB == W_dstM)
         d_valB = W_valM;
      else if(d_srcB == W_dstE)
         d_valB = W_valE;
      else
         d_valB = list[d_srcB];
   end
endmodule
==> run notes <==
Synthesis and PnR results.

- The routed design has 594,000 um of wire.
- Counting the warning lines in the Yosys log gives 2.
- The peak fanout along the critical path reads 50.
- Per the layout area report, the register area comes to 0 sq um.
- Total power for the finished layout comes to 1.42 mW.
- The transition time of the tightest slew-check pin is 1.29 ns.
- The headroom to the max-slew limit is 13.4%.
- The final max-slew violation count recorded for this run is 0.
- The final-layout fill cell count is 45,300.
- The total setup buffers inserted after CTS reads 0.
- The final tally of hold violations reads 0.
- The final RePlAce weighted congestion reads 1.08.
- The number of stages on the worst hold path reads 0.
- The final global-route overflow total reads 0.
- There are 0 flip-flops and latches.
- The post-synthesis to final-layout area growth is 111%.
- The initial utilization of the core area, before any placement, comes to 5.41%.
- The number of clock buffer instances in the layout reads 0.
- The per-cell routed wire length is 57.4 um.
- The number of antenna violations at the first check in global routing is 780.
- According to the report, the first pass of detailed routing completed in 9 iterations.
- The detailed route wirelength on metal3 reads 92,600 um.
- The quantity of gates resized following cts is 0.
- The quantity of I/O buffers inserted on ports reads 1,524.
- The minimum period implied by the final worst setup slack reads 14.72 ns.
- The die covers 417,000 sq um.
- The synthesized area divided by synthesized cell count is 6.35 sq um.
- The synthesized netlist contains 85 unique library cells.
- The die is 646 um wide.
- The kind of start point of the critical path reads an input port.
- The summed instance area of the synthesized netlist is 21,100 sq um.
- The kind of critical path reads input port to primary output.
- The top cell type in the final layout, fill and taps aside, is sky130_fd_sc_hd__clkdlybuf4s50_1.
- The routed length on met1 reads 185,000 um.
- The uppermost layer routed is met5.
- The largest voltage drop on the vdd net reads 0.00871 mV.
- The DRC marker count from the first detailed-route iteration reads 7,251.
- The HPWL after detailed placement is 520,000 um.
- The detailed router reports a met2 wire length of 253,000 um.
- Cells with a size suffix above 1 make up 9.89% of the layout.
- The layout report lists the multi-input gate area as 19,100 sq um.
- Static timing analysis puts the maximum clock frequency at 67.9 MHz.
- The ratio of routed vias to standard cells reads 4.54.
- Across all hold checks on the routed design, the worst slack comes to 8.88 ns.
- The global-route wire length before repair is 688,000 um.
- The portion of the post-synthesis area used by sequential elements reads 0%.
- The instance count of the mapped netlist is 3,315.
- The die span in y reads 646 um.
- The number of hold buffers added after CTS was 0.
- The chip area estimate from yosys synthesis reads 21,100 sq um.
- STA puts the critical path data required time at 17.76 ns.
- The final core utilization reads 11.4%.
- In the layout the commonest cells are sky130_fd_sc_hd__clkdlybuf4s50_1 (1,520), sky130_fd_sc_hd__a22oi_1 (510), sky130_fd_sc_hd__buf_4 (302), sky130_fd_sc_hd__nor2_1 (231), sky130_fd_sc_hd__o21ai_0 (204).
- The I/O pin total reads 1,669.
- The total negative setup slack reads 0 ns.
- The via count of the first global-routing pass came to 41,100.
- Across all stage logs, warnings added up to 34.
- Across all layers, the routed design uses 46,900 vias.
- The cell count in the Yosys report reads 3,315.
- The type of the worst min-delay path reads input port to primary output.
- The leakage power of the design reads 13.1 nW.
- The floorplan core area reads 390,000 sq um.
- The residual DRC count is 0.
- STA classifies the critical path endpoint as a primary output.
- The post-detailed-route count of antenna-violating nets reads 0.
- The floorplan row count reads 229.
- The overall global routing resource usage reads 27.4%.
- The ratio of total power to cell area is 32.0 nW/um^2.
- The number of endpoints failing setup at the final stage reads 0.
- The largest net degree at the start of global routing is 52.
- Across the run, the number of max-cap violations was 0.
- Data on the critical path arrives at its endpoint at 10.28 ns.
- Setup repair after global routing left no endpoint under its margin.
- The final period utilization reads 66.3%.
- The flow ran to the end, and the final reports show no timing, DRC or antenna violations.
-- routing by layer --
layer	up-vias	global-route usage [%]
met5	-	0.238
met4	400	21.8
met3	1885	18.0
met2	5240	40.9
met1	22400	26.6
li1	17000	-
-- layout make-up --
type | instances | area share [%]
inverters | 27 | 0.228
repair buffers | 1822 | 39.4
well taps | 5197 | 14.6
diodes | 508 | 2.86
multi-input cells | 2792 | 42.9
-- critical path: stages --
cell and delay (ns):
sky130_fd_sc_hd__clkdlybuf4s50_1 0.79, sky130_fd_sc_hd__nand2b_2 0.21, sky130_fd_sc_hd__buf_4 0.54, sky130_fd_sc_hd__nand2b_1 0.42, sky130_fd_sc_hd__nor3_1 0.52, sky130_fd_sc_hd__o21a_4 0.50, sky130_fd_sc_hd__buf_4 0.47, sky130_fd_sc_hd__buf_4 0.59
sky130_fd_sc_hd__nor2_2 0.24, sky130_fd_sc_hd__buf_4 0.29, sky130_fd_sc_hd__o221ai_1 0.11, sky130_fd_sc_hd__o21ai_0 0.35, sky130_fd_sc_hd__clkdlybuf4s50_1 0.66
-- where the power goes --
| part | switching, mW | total, mW | internal [mW] |
|---|---|---|---|
| Combinational | 0.870 | 1.42 | 0.551 |
| Sequential | 0 | 0 | 0 |
| Clock | 0 | 0.00000197 | 0.00000197 |
-- final timing paths --
check             startpoint          to  slack, ns
setup / recovery  D_icode[2]  d_valB[11]       7.48
hold / removal     D_ifun[0]   d_ifun[0]       8.88
-- logic make-up after synthesis --
group / count (synthesis) / share of synthesized area [%]
compound gates: 1692 / 59.0
simple gates: 1003 / 24.2
buf+inv: 523 / 12.2
mux: 82 / 4.04
xor+xnor: 15 / 0.624
-- per-stage QoR --
stage,setup slack [ns],cells,cell area [sq um]
after floorplan,11.28,3315,21100
after CTS,7.56,9838,43200
after global routing,7.39,10200,44000
after global placement,7.57,9838,43200
after detailed placement,7.59,9838,43200
final,7.48,10300,44400
-- Yosys cell counts, types with 73 or more instances --
cell | number | share of area [%]
sky130_fd_sc_hd__a22oi_1 | 510 | 18
sky130_fd_sc_hd__o21ai_0 | 204 | 4.8
sky130_fd_sc_hd__clkbuf_1 | 225 | 4.0
sky130_fd_sc_hd__nand4_1 | 94 | 2.8
sky130_fd_sc_hd__nand2_1 | 188 | 3.4
sky130_fd_sc_hd__a221oi_1 | 139 | 5.8
sky130_fd_sc_hd__a21oi_1 | 203 | 4.8
sky130_fd_sc_hd__o221ai_1 | 101 | 4.2
sky130_fd_sc_hd__nor2_1 | 236 | 4.2
sky130_fd_sc_hd__buf_4 | 96 | 3.4
sky130_fd_sc_hd__a222oi_1 | 76 | 3.6
sky130_fd_sc_hd__o22ai_1 | 98 | 2.9
sky130_fd_sc_hd__nand3_1 | 170 | 4.0
sky130_fd_sc_hd__nor3_1 | 73 | 1.7
sky130_fd_sc_hd__buf_2 | 149 | 3.5
Power is estimated from default activity; no workload was simulated.
